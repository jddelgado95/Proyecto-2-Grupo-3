### design/flow/design.v
`timescale 1ns / 1ps
module Antirrebote2
(
    input wire clk, reset,
    input wire boton, 
    output reg db 
);
localparam  [1:0]
Alaire = 2'b00,  
wait_one = 2'b01,  
Presionado = 2'b10,  
wait_zero = 2'b11;  
localparam N =22; 
reg [N-1:0] contador_reg; 
reg [N-1:0] contador_next; 
wire m_tick; 
reg [1:0] state_reg, state_next;  
reg reset_count; 
always @(posedge clk, posedge reset_count)
begin
    if (reset_count) contador_reg <= 0;  
	 else contador_reg <= contador_next;  
end
always@*
begin
contador_next = contador_reg + 1'b1;  
end
assign m_tick = (contador_reg == 4194303) ? 1'b1 : 1'b0; 
always @(posedge clk, posedge reset)
  if (reset)
     state_reg <= Alaire;  
  else
     state_reg <= state_next; 
always @*
   begin
	state_next = state_reg;   
    db = 1'b0;                
	case(state_reg)
	Alaire:
	begin
	reset_count = 1'b1; 
	db = 1'b0;  
		if(boton)  
		begin
		state_next = wait_one;  
		end
		else
		begin
		state_next = Alaire;  
		end
	end
	wait_one:
	begin
	reset_count = 1'b0;  
	db = 1'b0;  
		if(m_tick)  
		begin
		state_next = Presionado;  
		end
		else
		begin
		state_next = wait_one;  
		end
	end
	Presionado:
	begin
	reset_count = 1'b1;  
	db = 1'b1;  
		if(~boton)  
		begin
		state_next = wait_zero;  
		end
		else
		begin
		state_next = Presionado;  
		end
	end
	wait_zero:
	begin
	reset_count = 1'b0;  
		db = 1'b1;  
		if(m_tick)  
		begin
		state_next = Alaire;
		end
		else
		begin
		state_next = wait_zero;  
		end
	end	
	endcase
   end
endmodule
`timescale 1ns / 1ps
module Banco_Antirrebote(
input wire clk,
input wire reset,
input wire [3:0] sw, 
input wire [4:0] btn, 
output wire [3:0] sw_db, 
output wire [4:0] btn_db 
);
Antirrebote2 Instancia_antirrebote_SW0 
(
.clk(clk), 
.reset(reset),
.boton(sw[0]), 
.db(sw_db[0]) 
);
Antirrebote2 Instancia_antirrebote_SW1 
(
.clk(clk), 
.reset(reset),
.boton(sw[1]), 
.db(sw_db[1]) 
);
Antirrebote2 Instancia_antirrebote_SW2 
(
.clk(clk), 
.reset(reset),
.boton(sw[2]), 
.db(sw_db[2]) 
);
Antirrebote2 Instancia_antirrebote_SW3 
(
.clk(clk), 
.reset(reset),
.boton(sw[3]), 
.db(sw_db[3]) 
);
Antirrebote2 Instancia_antirrebote_BTN0 
(
.clk(clk), 
.reset(reset),
.boton(btn[0]), 
.db(btn_db[0]) 
);
Antirrebote2 Instancia_antirrebote_BTN1 
(
.clk(clk), 
.reset(reset),
.boton(btn[1]), 
.db(btn_db[1]) 
);
Antirrebote2 Instancia_antirrebote_BTN2 
(
.clk(clk), 
.reset(reset),
.boton(btn[2]), 
.db(btn_db[2]) 
);
Antirrebote2 Instancia_antirrebote_BTN3 
(
.clk(clk), 
.reset(reset),
.boton(btn[3]), 
.db(btn_db[3]) 
);
Antirrebote2 Instancia_antirrebote_BTN4 
(
.clk(clk), 
.reset(reset),
.boton(btn[4]), 
.db(btn_db[4]) 
);
endmodule
### design/flow/run.sh
#!/bin/bash
# OpenROAD 26Q1-2900-gdf79404cd8, Yosys 0.63+post, stock flow scripts
make -C /OpenROAD-flow-scripts/flow DESIGN_CONFIG=/design/flow/config.mk WORK_HOME=/design/flow/orfs finish
### design/flow/config.mk
export PLATFORM = sky130hd
export DESIGN_NAME = Banco_Antirrebote
export DESIGN_NICKNAME = Banco_Antirrebote
export VERILOG_FILES = /design/flow/design.v
export SDC_FILE = /design/flow/constraint.sdc
export NUM_CORES = 4
export LEC_CHECK = 1
export CORE_UTILIZATION = 40
### design/flow/constraint.sdc
current_design Banco_Antirrebote

set clk_period 1.4
set clk_io_pct 0.2

create_clock -name clk0 -period $clk_period [get_ports {clk}]

set non_clock_inputs [all_inputs -no_clocks]
set_input_delay [expr $clk_period * $clk_io_pct] -clock clk0 $non_clock_inputs
set_output_delay [expr $clk_period * $clk_io_pct] -clock clk0 [all_outputs]
==> flow_summary.json <==
{
  "status": "finished with violations",
  "violations": "setup timing",
  "hold_viol_final": 0,
  "root_buffer": "clkbuf_16",
  "port_buffers": 19,
  "ys_seq_share_pct": 59.21,
  "reg2reg_setup_slack_ps": -190,
  "drc": 0,
  "grt_pass1_wl_um": 31860,
  "ys_cells": 856,
  "crit_fanout": 2,
  "worst_pin_slew_ps": 532.1,
  "clockBufferDepth": 3,
  "crit_path_end_kind": "flip-flop",
  "fp_util_pct": 40.74,
  "num_rows": 57,
  "grt_setup_unrepaired": "true",
  "grt_max_degree": 37,
  "relSlewSlack_pct": 64.53,
  "finalClockPeriodUsage_pct": 113.9,
  "final_cells": 1515,
  "timing.fmax_mhz": 627.1,
  "final_util_pct": 60.33,
  "wl_per_cell_um": 12.17,
  "final-comb-area_mm2": 0.004880,
  "insertedDiodeCount": 0,
  "setup_tns_ps": -4516,
  "core_area_mm2": 0.02432,
  "cp_slowest_cell": "or4_4",
  "ys_seq_elements": 234,
  "startpoint_type": "flip-flop",
  "clk_pin_slew_worst_paths_ps": 60,
  "fillers": 1801,
  "power_density_mw_per_mm2": 987.3,
  "vias": 7260,
  "antenna_found_initial": 0,
  "syn_area_per_cell_um2": 11.58,
  "overflow": 0,
  "warnings": 28,
  "finalCriticalPeriod_ps": 1595,
  "cts_buffers": 26,
  "routed_wl_um": 18440,
  "io_pins": 20,
  "leakage_uw": 0.007198,
  "max_stage_delay_ps": 430,
  "critPathRequiredTime_ps": 1810,
  "synth-area-yosys_mm2": 0.009908,
  "dr.pass1.iters": 4,
  "detail-route-antenna-nets": 0,
  "first_global_vias": 7135,
  "arrival_ps": 2000,
  "yosysWarnings": 1,
  "cts_tree": "built",
  "cp_cell_sequence": "ha_2 -> nand4_2 -> or2_1 -> or4_4 -> a22o_1",
  "die_h_um": 159.4,
  "timing.rr.start": "Instancia_antirrebote_BTN0.contador_reg[1]",
  "synth_area_mm2": 0.009908,
  "timing.final.ws_setup_ps": -194.6,
  "die_area_mm2": 0.02540,
  "max_cap_viol_count": 0,
  "flop_cell": "dfrtp_1",
  "track_usage_pct": 15.30,
  "clk-insertion-delay-late_ps": 520,
  "flop_area_mm2": 0.005871,
  "startpoint": "Instancia_antirrebote_BTN0.contador_reg[1]",
  "async_flop_share_pct": 100.0,
  "netlist_instances": 856,
  "edf_count": 0,
  "viasPerCell": 4.792,
  "worstSetupPathType": "flip-flop to flip-flop",
  "slew_violations": 0,
  "fp.dieW_um": 159.4,
  "place_inst": 1392,
  "drt_iter0_markers": 292,
  "synthToLayoutAreaGrowth_pct": 48.09,
  "drive_gt1_share_pct": 43.49,
  "yosysUniqueCellTypes": 30,
  "htreeDepth": 1,
  "gp_congestion": 0.7963,
  "setup_viol": 69,
  "cts_sinks": 234,
  "finClkSkew_ps": 11.17,
  "place_hpwl_um": 11090,
  "hold_path_class": "primary input to asynchronous set/reset pin",
  "peakVddDrop_v": 0.001216
}
stage by stage:
stage / hold WS [ps] / total power [µW] / instance area, µm² / setup slack, ps
2_1_floorplan: 292.9 / 7017 / 10120 / -353.8
3_3_place_gp: 338.7 / 7107 / 12180 / -219.9
3_5_place_dp: 343.2 / 7108 / 12180 / -263.4
4_1_cts: 100.4 / 14690 / 13780 / -160.9
5_1_grt: 141.2 / 14980 / 14670 / -263.2
6_report: 108.1 / 14490 / 14670 / -194.6
synth_stat cells (all sizes together) (9+ instances only):
master | n | area share (%)
nor2 | 40 | 1.5
and3 | 25 | 1.6
and4 | 13 | 1.1
dfstp | 9 | 2.4
buf | 10 | 0.80
nand3 | 87 | 4.4
nor4 | 18 | 1.2
nand4 | 47 | 3.0
nor3 | 22 | 1.1
ha | 9 | 1.1
nand2 | 62 | 2.3
xnor2 | 116 | 10
inv | 43 | 1.6
a22o | 28 | 2.5
xor2 | 64 | 5.7
or2 | 16 | 1.0
dfrtp | 225 | 57
cells by family after synthesis:
logic type      Yosys count  share of synthesized area, %
compound gates           36                         3.031
xor+xnor                180                         15.91
flops                   234                         59.21
fa+ha+maj                 9                         1.137
buf+inv                  55                         2.500
simple gates            342                         18.21
cell usage in the layout, fill, tap and decap left out, types with 28 or more instances in the layout:
master     n
nand2_1   45
buf_6     34
xnor2_1  105
inv_1     42
xor2_1    63
a22o_1    28
dfrtp_1  222
nand4_1   46
nand3_1   46
buf_4    244
layer usage:
| layer | vias to the layer above | part of all wire [%] | GRT usage (%) |
|---|---|---|---|
| li1 | 3603 | - | - |
| met1 | 3571 | 50 | 24.67 |
| met2 | 58 | 45 | 23.56 |
| met3 | 28 | 2.9 | 2.073 |
| met4 | 0 | 2.0 | 2.666 |
| met5 | - | 0 | 0 |
path summary, 6_finish.rpt:
path	end	cells after the start
setup reg to reg	Instancia_antirrebote_BTN0.state_reg[2]	5
hold / removal	Instancia_antirrebote_BTN0.state_reg[2]	3
setup / recovery	Instancia_antirrebote_BTN0.state_reg[2]	5
min in group clk0	Instancia_antirrebote_SW1.state_reg[1]	3
max in group asynchronous	Instancia_antirrebote_BTN0.contador_reg[4]	3
hold reg to reg	Instancia_antirrebote_BTN4.contador_reg[21]	3
final cells by class:
type                    instances  area share (%)
multi-input cells             567           33.26
clock buffers                  34           4.988
flip-flops and latches        234           40.01
inverters                      43           1.100
well taps                     324           2.763
repair buffers                299           16.32
clock inverters                14           1.561
critical path: cells and delay by family (launching register included):
| kind | cells | cell delay [ps] |
|---|---|---|
| flops | 1 | 360 |
| compound gates | 1 | 190 |
| simple gates | 3 | 750 |
| fa+ha+maj | 1 | 190 |
repair_timing:
item / in CTS / in global routing
hold buffers: 0 / 0
gates resized: 106 / 137
buffers inserted: 44 / 31
cloned: 0 / 0
setup endpoints to repair: 90 / 140
pin swaps: 65 / 98
power breakdown:
group / leakage (µW) / internal, µW / switching (µW)
clock: 0.000473 / 4790 / 2700
sequential: 0.00301 / 6790 / 9.20
combinational: 0.00371 / 87.1 / 112
total: 0.00720 / 11700 / 2820
Power figures rest on the tool's default switching activity, not on a simulated workload.
