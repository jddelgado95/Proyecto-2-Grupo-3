`flow/run.sh`:
```
#!/bin/bash
# OpenROAD 26Q1-2900-gdf79404cd8, Yosys 0.63+post, stock flow scripts
make -C /OpenROAD-flow-scripts/flow DESIGN_CONFIG=/design/flow/config.mk WORK_HOME=/design/flow/orfs finish
```
`flow/config.mk`:
```
export PLATFORM = sky130hd
export DESIGN_NAME = Driver_Distr_RTC_Reg
export DESIGN_NICKNAME = Driver_Distr_RTC_Reg
export VERILOG_FILES = /design/flow/design.v
export SDC_FILE = /design/flow/constraint.sdc
export NUM_CORES = 4
export LEC_CHECK = 1
export CORE_AREA = 10 10 83 83
export DIE_AREA = 0 0 93 93
```
`flow/constraint.sdc`:
```
current_design Driver_Distr_RTC_Reg

set clk_period 1.6
set clk_io_pct 0.2

create_clock -name clk0 -period $clk_period

set non_clock_inputs [all_inputs -no_clocks]
set_input_delay [expr $clk_period * $clk_io_pct] -clock clk0 $non_clock_inputs
set_output_delay [expr $clk_period * $clk_io_pct] -clock clk0 [all_outputs]
```
`flow/design.v`:
```
`timescale 1ns / 1ps
module Driver_Distr_RTC_Reg(
    input [3:0]in_addr_mem_local,
	input [7:0]in_dato_rtc,
	output reg[7:0]seg_hora,
	output reg[7:0]min_hora,
	output reg[7:0]hora_hora,
	output reg[7:0]dia_fecha,
	output reg[7:0]mes_fecha,
	output reg[7:0]jahr_fecha,
	output reg[7:0]seg_timer,
	output reg[7:0]min_timer,
	output reg[7:0]hora_timer
    );
always@*
	begin
	 case (in_addr_mem_local)
		4'd0: begin  
		seg_hora = in_dato_rtc;
		min_hora= 8'b0;
		hora_hora = 8'b0;
		dia_fecha = 8'b0;
		mes_fecha = 8'b0;
		jahr_fecha = 8'b0;
		seg_timer = 8'b0;
		min_timer = 8'b0;
		hora_timer = 8'b0;
		end
		4'd1: begin  
		seg_hora = 8'b0;
		min_hora= in_dato_rtc;
		hora_hora = 8'b0;
		dia_fecha = 8'b0;
		mes_fecha = 8'b0;
		jahr_fecha = 8'b0;
		seg_timer = 8'b0;
		min_timer = 8'b0;
		hora_timer = 8'b0;
		end
		4'd2: begin  
		seg_hora = 8'b0;
		min_hora= 8'b0;
		hora_hora = in_dato_rtc;
		dia_fecha = 8'b0;
		mes_fecha = 8'b0;
		jahr_fecha = 8'b0;
		seg_timer = 8'b0;
		min_timer = 8'b0;
		hora_timer = 8'b0;
		end
		4'd3: begin  
		seg_hora = 8'b0;
		min_hora= 8'b0;
		hora_hora = 8'b0;
		dia_fecha = in_dato_rtc;
		mes_fecha = 8'b0;
		jahr_fecha = 8'b0;
		seg_timer = 8'b0;
		min_timer = 8'b0;
		hora_timer = 8'b0;
		end
		4'd4: begin  
		seg_hora = 8'b0;
		min_hora= 8'b0;
		hora_hora = 8'b0;
		dia_fecha = 8'b0;
		mes_fecha = in_dato_rtc;
		jahr_fecha = 8'b0;
		seg_timer = 8'b0;
		min_timer = 8'b0;
		hora_timer = 8'b0;
		end
		4'd5: begin  
		seg_hora = 8'b0;
		min_hora= 8'b0;
		hora_hora = 8'b0;
		dia_fecha = 8'b0;
		mes_fecha = 8'b0;
		jahr_fecha = in_dato_rtc;
		seg_timer = 8'b0;
		min_timer = 8'b0;
		hora_timer = 8'b0;
		end
		4'd6: begin  
		seg_hora = 8'b0;
		min_hora= 8'b0;
		hora_hora = 8'b0;
		dia_fecha = 8'b0;
		mes_fecha = 8'b0;
		jahr_fecha = 8'b0;
		seg_timer = 8'b0;
		min_timer = 8'b0;
		hora_timer = 8'b0;
		end
		4'd7: begin  
		seg_hora = 8'b0;
		min_hora= 8'b0;
		hora_hora = 8'b0;
		dia_fecha = 8'b0;
		mes_fecha = 8'b0;
		jahr_fecha = 8'b0;
		seg_timer = in_dato_rtc;
		min_timer = 8'b0;
		hora_timer = 8'b0;
		end
		4'd8: begin  
		seg_hora = 8'b0;
		min_hora= 8'b0;
		hora_hora = 8'b0;
		dia_fecha = 8'b0;
		mes_fecha = 8'b0;
		jahr_fecha = 8'b0;
		seg_timer = 8'b0;
		min_timer = in_dato_rtc;
		hora_timer = 8'b0;
		end
		4'd9:  begin  
		seg_hora = 8'b0;
		min_hora= 8'b0;
		hora_hora = 8'b0;
		dia_fecha = 8'b0;
		mes_fecha = 8'b0;
		jahr_fecha = 8'b0;
		seg_timer = 8'b0;
		min_timer =  8'b0;
		hora_timer =  in_dato_rtc;
		end
		default: 
		  begin  
			seg_hora = 8'b0;
		min_hora= 8'b0;
		hora_hora = 8'b0;
		dia_fecha = 8'b0;
		mes_fecha = 8'b0;
		jahr_fecha = 8'b0;
		seg_timer = 8'b0;
		min_timer =  8'b0;
		hora_timer =  8'b0;
		end
		endcase 
		end
endmodule
```
==> results_tabular.tex <==
% Implementation results table
\begin{tabular}{lr}
\hline
Metric & Value \\
\hline
\multicolumn{2}{l}{\textbf{Cells and area}} \\
Layout Area Growth over Synthesis & 266\% \\
Fraction of final layout cells sized beyond drive strength 1 & 0.643 \\
Most frequent cells in the layout & buf\_4, nor2\_1, buf\_6, buf\_2, dlygate4sd2\_1 \\
Most common logic cell in the routed design & buf\_4 \\
Non-filler instance count after layout & 319 \\
Clock buffer count in the final layout & 0 \\
Register Area & 0 sq um \\
Seq Cell Count & 0 \\
Combinational gate area & between 600 and 700 sq um \\
\# fillers & between 500 and 600 \\
Final core utilization & 0.387 \\
Summed area of non-filler cells in the final layout & 1990 sq um \\
\multicolumn{2}{l}{\textbf{Worst setup path}} \\
Critical path's slowest cell & dlygate4sd2\_1 \\
Most prevalent standard cell on the critical path & buf\_4 \\
Chain of cells forming the critical path & buf\_4, buf\_4, nor2b\_1, buf\_4, buf\_6, buf\_4, and3\_1, dlygate4sd2\_1 \\
Critical path's largest stage delay & roughly 0.20 ns \\
Type of the worst setup path & in2out \\
Required time at the worst-slack endpoint & 1.28 ns \\
Count of buffer and inverter cells on the critical path & 6 \\
Top delay family on crit path & buffers and inverters \\
Total stage count of the critical path & 8 \\
Crit path capture type & output pin \\
Nature of the critical path startpoint & primary input \\
Critical Path Fanout Max & 4 \\
Data arrival at the endpoint of the critical path & about 1.3 ns \\
\multicolumn{2}{l}{\textbf{Floorplan}} \\
Vertical die dimension & roughly 93 um \\
Area enclosed by the die boundary & 8650 sq um \\
Row Count & 26 \\
Die width & about 93 um \\
IO Count & approximately 84 \\
Area of the core & about 5000 sq um \\
Starting density of the core & 0.106 \\
\multicolumn{2}{l}{\textbf{STA}} \\
Count of final max-slew check failures & 0 \\
Final hold violations & 0 \\
Time the final worst path needs with I/O delays and setup & 1.64 ns \\
Relative slew margins & 0.821 \\
Part of the cycle the worst path needs & 1.03 \\
Number of failing setup endpoints in the final timing report & 4 \\
Transition time of the tightest slew-check pin & 0.268 ns \\
Total Negative Setup Slacks & -0.0949 ns \\
Unrepaired setup endpoints after global routing & true \\
Max Clk Rate & 609 MHz \\
Final worst setup slack & -0.0424 ns \\
\multicolumn{2}{l}{\textbf{Power and ir drop}} \\
Leakage power of the design & about 1.1 nW \\
Max VDD drop & roughly 0.057 mV \\
Total power of the final layout & between 300 and 400 uW \\
Power density over the cells & around 180 nW/um\^{}2 \\
\multicolumn{2}{l}{\textbf{Min path}} \\
Cells on Worst Hold Path & 4 \\
Path class of the lowest-slack min-delay path & in2out \\
\multicolumn{2}{l}{\textbf{GRT}} \\
Global-route total usage across every layer & 0.102 \\
Overflow left after global routing & 0 \\
Via count of the first global-routing pass & $\sim$1,200 \\
Global-route wire length before repair & 7.10 mm \\
Antenna violations before repair & 0 \\
Pin count of the biggest net entering global routing & 13 \\
\multicolumn{2}{l}{\textbf{Synthesis}} \\
Instance count of the mapped netlist & 104 \\
Leading cell types by total area after synthesis & nor2\_1, and3\_1, nand3b\_1 \\
Tally of unique sky130hd cells used after synthesis & 14 \\
Post-synth top area share & 0.393 \\
Ys cells & 104 \\
Mean cell area of the mapped netlist & 5.23 sq um \\
Chip area in the Yosys report & $\sim$540 sq um \\
Register area share after synthesis & 0 \\
Largest area contributor in the netlist & nor2\_1 \\
Synth warn & 1 \\
Area of the mapped netlist & roughly 540 sq um \\
\multicolumn{2}{l}{\textbf{Job}} \\
Maxcap violations & 0 \\
Number of warnings in the stage logs & 34 \\
\multicolumn{2}{l}{\textbf{Detailed routing}} \\
Initial DRC Count & 24 \\
DRC violations left & 0 \\
Total iterations of the first detailed-routing run & 4 \\
Vias per Instance & just under 4 \\
Detail Route Antenna Nets & 0 \\
Post-Route WL & 4.78 mm \\
Routed via count & roughly 1,300 \\
Total inserted antenna cells & 0 \\
Wirelength per Cell & about 15 um \\
\multicolumn{2}{l}{\textbf{Placement}} \\
Post-placement cell count & $\sim$270 \\
Placed wire-length estimate after detailed placement & $\sim$3.4 mm \\
Number of buffer cells added on primary ports & about 84 \\
Area post-placement & between 1500 and 2000 sq um \\
Placer congestion estimate & approximately 0.77 \\
\multicolumn{2}{l}{\textbf{Status}} \\
Status & finished with violations \\
Violated checks & setup timing \\
\multicolumn{2}{l}{\textbf{Clocking}} \\
Number of buffers inserted for hold repair after clock tree synthesis & 0 \\
\hline
\end{tabular}
==> area by class of cell <==
cell class	count	share of cell area
Timing Repair Buffer	152	0.625
Multi-Input combinational cell	97	0.331
Tap cell	70	0.0440
==> final timing paths <==
kind | start | to | slack [ns]
max | in_addr_mem_local[1] | hora_timer[1] | -0.04
min | in_addr_mem_local[0] | mes_fecha[2] | 1.05
==> kinds of logic (layout without fill, tap and decap cells) <==
group,count (synthesis),count (layout),share of synthesized area
and+or+nand+nor,95,97,0.903
buffers and inverters,9,152,0.0965
==> routing by layer <==
metal  share of wire  vias up  global-route usage
met5               0        -                   0
met4               0        0                   0
met3           0.097        0              0.0380
met2            0.47       48               0.180
met1            0.43      578               0.121
li1                -      636                   -
==> metrics by stage <==
stage / setup WS (ns) / hold slack, ns
final: -0.0424 / 1.05
after global routing: -0.0797 / 1.08
after CTS: -0.0681 / 1.04
after detailed placement: -0.801 / 1.73
after global placement: -0.832 / 1.73
after floorplan: 0.353 / 0.732
==> synthesized netlist by cell type, drive strengths merged <==
| cell | n |
|---|---|
| buf | 4 |
| nor2 | 57 |
| or3b | 8 |
| and3 | 16 |
| or2 | 1 |
| nand3b | 8 |
| nand2b | 2 |
| nor2b | 2 |
| nand2 | 1 |
| clkbuf | 5 |
==> timing repair <==
| item | CTS | global route |
|---|---|---|
| cloned | 3 | 0 |
| setup buffers | 41 | 9 |
| setup endpoints to repair | 72 | 43 |
| gates resized | 235 | 45 |
| hold endpoints to repair | 0 | 0 |
| pin swaps | 73 | 17 |
==> report_power, final <==
part | internal, mW | leakage, nW | switching [mW] | total, mW
registers | 0 | 0 | 0 | 0
clock network | 0 | 0 | 0 | 0
logic | 0.210 | 1.10 | 0.142 | 0.353
total | 0.210 | 1.10 | 0.142 | 0.353
Power is estimated from default activity; no workload was simulated.
