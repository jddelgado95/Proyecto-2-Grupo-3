==> ./design.v <==
`timescale 1ns / 1ps
module MemRegGenerico(  
		input wire hold,
		input wire [7:0]in_rtc_dato,  
		input wire [7:0]in_count_dato, 
		input wire clk,  
		input wire reset,  
		input wire chip_select,  
		output wire [7:0]out_dato
    );
reg [7:0]reg_dato;
reg [7:0]next_dato;
always@(negedge clk, posedge reset)
begin
	if(reset) reg_dato <= 0;
	else reg_dato <= next_dato;
end
always@*
	begin
	if (~hold) begin 
	case(chip_select)
	1'b0: next_dato = in_rtc_dato;
	1'b1: next_dato = in_count_dato;
	endcase
	end
	else next_dato = reg_dato;
	end
assign out_dato = reg_dato;
endmodule
`timescale 1ns / 1ps
module MemRegTimer(
		input wire hold,
		input wire [7:0]in_rtc_dato,
		input wire [7:0]in_count_dato,
		input wire clk,  
		input wire reset,  
		input wire chip_select,  
		output wire [7:0]out_dato_vga,
		output wire [7:0]out_dato_rtc
    );
reg [7:0]reg_dato;
reg [7:0]next_dato;
always@(negedge clk, posedge reset)
begin
	if(reset) reg_dato <= 0;
	else reg_dato <= next_dato;
end
always@*
	begin
	if (~hold) begin
	case(chip_select)
	1'b0: next_dato = in_count_dato-in_rtc_dato;
	1'b1: next_dato = in_count_dato;
	endcase
	end
	else next_dato=reg_dato;
	end
assign out_dato_vga = reg_dato;
assign out_dato_rtc = 8'h00;
endmodule
`timescale 1ns / 1ps
module RegistroMadre(  
	input clk, reset, desactivar_alarma, sw2,
	input cs_seg_hora,cs_min_hora,cs_hora_hora,
	input cs_dia_fecha,cs_mes_fecha,cs_jahr_fecha, 
	input cs_seg_timer,cs_min_timer,cs_hora_timer,
	input hold_seg_hora,hold_min_hora,hold_hora_hora,
	input hold_dia_fecha,hold_mes_fecha,hold_jahr_fecha, 
	input hold_seg_timer,hold_min_timer,hold_hora_timer,
	input [7:0]rtc_seg_hora,rtc_min_hora,rtc_hora_hora,
	input [7:0]rtc_dia_fecha,rtc_mes_fecha,rtc_jahr_fecha, 
	input [7:0]rtc_seg_timer,rtc_min_timer,rtc_hora_timer,
	input [7:0]count_seg_hora,count_min_hora,count_hora_hora,
	input [7:0]count_dia_fecha,count_mes_fecha,count_jahr_fecha, 
	input [7:0]count_seg_timer,count_min_timer,count_hora_timer,
	output [7:0]out_seg_hora,out_min_hora,out_hora_hora,
	output [7:0]out_dia_fecha,out_mes_fecha,out_jahr_fecha, 
	output [7:0]out_seg_timer_rtc,out_min_timer_rtc,out_hora_timer_rtc,
	output [7:0]out_seg_timer_vga,out_min_timer_vga,out_hora_timer_vga,
	output reg estado_alarma,
	output reg flag_mostrar_count
    );
reg flag_done_timer;
MemRegGenerico instancia_seg_hora (
	 .hold(hold_seg_hora),
    .in_rtc_dato(rtc_seg_hora), 
    .in_count_dato(count_seg_hora), 
    .clk(clk), 
    .reset(reset), 
    .chip_select(cs_seg_hora), 
    .out_dato(out_seg_hora)
    );
MemRegGenerico instancia_min_hora (
	 .hold(hold_min_hora),
    .in_rtc_dato(rtc_min_hora), 
    .in_count_dato(count_min_hora), 
    .clk(clk), 
    .reset(reset), 
    .chip_select(cs_min_hora), 
    .out_dato(out_min_hora)
    );
MemRegGenerico instancia_hora_hora (
	 .hold(hold_hora_hora),
    .in_rtc_dato(rtc_hora_hora), 
    .in_count_dato(count_hora_hora), 
    .clk(clk), 
    .reset(reset), 
    .chip_select(cs_hora_hora), 
    .out_dato(out_hora_hora)
    );
MemRegGenerico instancia_dia_fecha (
	 .hold(hold_dia_fecha),
    .in_rtc_dato(rtc_dia_fecha), 
    .in_count_dato(count_dia_fecha), 
    .clk(clk), 
    .reset(reset), 
    .chip_select(cs_dia_fecha), 
    .out_dato(out_dia_fecha)
    );
MemRegGenerico instancia_mes_fecha (
	 .hold(hold_mes_fecha),
    .in_rtc_dato(rtc_mes_fecha), 
    .in_count_dato(count_mes_fecha), 
    .clk(clk), 
    .reset(reset),  
    .chip_select(cs_mes_fecha), 
    .out_dato(out_mes_fecha)
    );
MemRegGenerico instancia_jahr_fecha (
	 .hold(hold_jahr_fecha),	
    .in_rtc_dato(rtc_jahr_fecha), 
    .in_count_dato(count_jahr_fecha), 
    .clk(clk), 
    .reset(reset), 
    .chip_select(cs_jahr_fecha), 
    .out_dato(out_jahr_fecha)
    );
MemRegTimer instancia_seg_timer (
	 .hold(hold_seg_timer),
    .in_rtc_dato(rtc_seg_timer), 
    .in_count_dato(count_seg_timer), 
    .clk(clk), 
    .reset(reset), 
    .chip_select(cs_seg_timer),
    .out_dato_vga(out_seg_timer_vga), 
    .out_dato_rtc(out_seg_timer_rtc)
    );
MemRegTimer instancia_min_timer (
	 .hold(hold_min_timer),
    .in_rtc_dato(rtc_min_timer), 
    .in_count_dato(count_min_timer), 
    .clk(clk), 
    .reset(reset), 
    .chip_select(cs_min_timer), 
    .out_dato_vga(out_min_timer_vga), 
    .out_dato_rtc(out_min_timer_rtc)
    );
MemRegTimer instancia_hora_timer(
	 .hold(hold_hora_timer),
    .in_rtc_dato(rtc_hora_timer), 
    .in_count_dato(count_hora_timer), 
    .clk(clk), 
    .reset(reset), 
    .chip_select(cs_hora_timer),
    .out_dato_vga(out_hora_timer_vga), 
    .out_dato_rtc(out_hora_timer_rtc)
    );
always@(posedge clk)
begin
	if(reset) flag_done_timer <= 1'b0;
	else if((rtc_seg_timer == count_seg_timer)&&(rtc_min_timer == count_min_timer)&&((count_hora_timer!=0)||(count_min_timer!=0)||(count_seg_timer!=0))&&(estado_alarma==0)) 
	flag_done_timer <= 1'b1;
	else flag_done_timer <= 1'b0;
end
localparam [1:0]
espera_conf = 2'b00,
conf = 2'b01,
timer_run = 2'b10,
alarma_on = 2'b11;
reg [1:0] state_reg , state_next;
always@(posedge clk , posedge reset) 
begin
if (reset) state_reg = espera_conf;
else state_reg = state_next;
end
always@*
begin
state_next = state_reg ; 
case (state_reg)
	espera_conf: begin
	flag_mostrar_count = 1'b1;
	estado_alarma = 1'b0;
		if(sw2) state_next = conf;
		else state_next = espera_conf;
	end
	conf: begin
	flag_mostrar_count = 1'b1;
	estado_alarma = 1'b0;
	if(~sw2) state_next = timer_run;
	else state_next = conf;
	end
	timer_run: begin
	flag_mostrar_count = 1'b0;
	estado_alarma = 1'b0;
	if (flag_done_timer) state_next = alarma_on;
	else state_next = timer_run;
	end
	alarma_on: begin
	flag_mostrar_count = 1'b1;
	estado_alarma = 1'b1;
	if (desactivar_alarma) state_next = espera_conf;
	else state_next = alarma_on;
	end
endcase
end
endmodule 
==> ./run.sh <==
#!/bin/bash
# OpenROAD 26Q1-2900-gdf79404cd8, Yosys 0.63+post, stock flow scripts
make -C /OpenROAD-flow-scripts/flow DESIGN_CONFIG=/design/flow/config.mk WORK_HOME=/design/flow/orfs finish
==> ./config.mk <==
export PLATFORM = sky130hd
export DESIGN_NAME = RegistroMadre
export DESIGN_NICKNAME = RegistroMadre
export VERILOG_FILES = /design/flow/design.v
export SDC_FILE = /design/flow/constraint.sdc
export NUM_CORES = 4
export LEC_CHECK = 1
export CORE_UTILIZATION = 30
==> ./constraint.sdc <==
current_design RegistroMadre

set clk_period 1.3
set clk_io_pct 0.2

create_clock -name clk0 -period $clk_period [get_ports {clk}]

set non_clock_inputs [all_inputs -no_clocks]
set_input_delay [expr $clk_period * $clk_io_pct] -clock clk0 $non_clock_inputs
set_output_delay [expr $clk_period * $clk_io_pct] -clock clk0 [all_outputs]
==> impl_metrics.env <==
# source this file to load flow results
export IMPL_synth_cell_type_count=48
export IMPL_critical_path_cell_count=7
export IMPL_violations="setup timing"
export IMPL_finalHoldWorstSlack_ps=205.6
export IMPL_cts_buffers_inserted=9
export IMPL_placement_rows=45
export IMPL_grt_util_all_layers=0.2024
export IMPL_ys_dominant_reg_cell="dfrtn_1"
export IMPL_worstPathMaxFanout=3
export IMPL_drt_vias_per_instance=4.539
export IMPL_total_leakage_power_nw=4.419
export IMPL_outcome="finished, violations left"
export IMPL_hpwl_um=12630
export IMPL_vias=5020
export IMPL_yosys_stat_area_sq_um=4706
export IMPL_powerDensity_nw_per_um2=886.0
export IMPL_ys_seq_share=0.4087
export IMPL_route_detailed_drc=0
export IMPL_post_route_worst_setup_slack_ps=-783.5
export IMPL_fp_util=0.3084
export IMPL_h_tree_depth=3
export IMPL_ctsLongestPathBuffers=2
export IMPL_final_fill_count=1276
export IMPL_yosys_cells=501
export IMPL_slew_violations=0
export IMPL_syn_inst=501
export IMPL_area_growth_pct=91.49
export IMPL_ys_ff=77
export IMPL_port_buffers=239
export IMPL_first_pass_grt_wire_length_um=25200
export IMPL_chipArea_sq_um=16190
export IMPL_totalPowerFinal_mw=7.984
export IMPL_wl_per_cell_um=14.49
export IMPL_dr_first_iter_drc_count=122
export IMPL_post_cts_hold_buffer_count=0
export IMPL_vdd_ir_max_mv=0.5720
export IMPL_grt_overflow=0
export IMPL_die_width_um=127.2
export IMPL_worst_setup_slack_post_dpl_ps=-1648
export IMPL_regArea_sq_um=1923
export IMPL_instances_no_fill=1106
export IMPL_grt_pass1_vias=4971
export IMPL_final_setup_tns_ps=-45540
export IMPL_antenna_violating_nets_post_route=0
export IMPL_post_synth_instance_area_sq_um=4706
export IMPL_critical_path_required_ps=830
export IMPL_final_comb_area_sq_um=3085
export IMPL_openroad_warnings=28
export IMPL_post_route_cells_drive_above_1_share=0.4620
export IMPL_routabilityCongestion=0.9020
export IMPL_synth_warning_count=3
export IMPL_antenna_found_initial=1
export IMPL_grt_setup_unrepaired="true"
export IMPL_cts_tree="yes"
export IMPL_number_of_enable_flip_flop_cells=0
export IMPL_endpoint_kind="register"
export IMPL_path_class="input pin to register"
export IMPL_layout_top_cell="buf_4"
export IMPL_design_portCount=264
export IMPL_clock_insertion_delay_at_the_later_pin_of_the_skew_report_ps=340
export IMPL_crit_path_cell_trace="buf_4 -> ha_4 -> a21oi_2 -> o21ai_2 -> nor2b_4 -> o32a_1 -> or3_1"
export IMPL_worst_clock_skew_ps=1.891
export IMPL_placeableCoreArea_sq_um=15260
export IMPL_mean_post_synth_cell_area_sq_um=9.393
export IMPL_setup_violations=96
export IMPL_most_frequently_placed_logic_cells_in_the_final_layout="buf_4 (126), dlygate4sd2_1 (106), buf_2 (98), dfrtn_1 (72), nand2_1 (67)"
export IMPL_maxCapViolCount=0
export IMPL_crit_arrival_ps=1610
export IMPL_start_kind="input pin"
export IMPL_place_detailed_instances=1047
export IMPL_timing_hold_violations_final=0
export IMPL_critPathBufInv=1
export IMPL_cts_root_buf="clkbuf_16"
export IMPL_critical_path_s_largest_stage_delay_ps=330
export IMPL_reg2reg_depth=5
export IMPL_die_y_size_um=127.2
export IMPL_postSynth_asyncResetShare=0.9870
export IMPL_drt_wl_total_um=16020
export IMPL_grt_max_degree=34
export IMPL_tritoncts_num_sinks=77
export IMPL_drt_pass1_iter_count=4
export IMPL_standard_cell_with_the_maximum_stage_delay_on_the_critical_path="o32a_1"
export IMPL_clk_pin_slew_ps=60
export IMPL_hp_class="input pin to asynchronous set/reset pin"
export IMPL_cpLargestDelayFamily="AND-OR/OR-AND gates"
-- Yosys cell counts (all sizes together), types with 4 or more instances --
master	n	area share
o21ai	70	0.075
nand3	4	0.0043
inv	32	0.026
nand2	70	0.056
nor2	7	0.0056
a21o	7	0.011
a211oi	6	0.0096
dfrtn	72	0.38
nor4	9	0.012
xor2	8	0.015
clkbuf	18	0.014
ha	21	0.056
nor4b	6	0.011
o21a	7	0.011
a31oi	4	0.0053
a21oi	19	0.021
nand4	4	0.0053
nor2b	6	0.0096
mux2i	51	0.11
xnor2	6	0.011
buf	26	0.043
a22oi	4	0.0064
-- cell families (layout without fill, tap and decap cells) --
logic type | Yosys count | count (layout) | share of synthesized area
buffers and inverters | 76 | 446 | 0.08296
AND-OR/OR-AND | 135 | 135 | 0.1734
flip-flops | 77 | 77 | 0.4087
XOR/XNOR | 14 | 14 | 0.02606
adder cells (fa/ha/maj) | 24 | 24 | 0.06860
multiplexers | 54 | 54 | 0.1157
AND/OR/NAND/NOR | 120 | 120 | 0.1239
other | 1 | 25 | 0.0007969
-- stage by stage --
step           area (sq um)  utilization
2_1_floorplan          5185            -
3_3_place_gp           8407       0.5510
3_5_place_dp           8407       0.5510
4_1_cts                8693       0.5697
5_1_grt                9011       0.5906
6_report               9011       0.5906
-- power by group --
| group | switching, mW | internal [mW] | total, mW |
|---|---|---|---|
| Combinational | 1.04 | 1.57 | 2.61 |
| Clock | 1.04 | 1.50 | 2.54 |
| Sequential | 0.137 | 2.69 | 2.83 |
-- per-layer routing --
layer	global-route usage	share of wire
met1	0.2873	0.44
met2	0.3300	0.47
met3	0.04949	0.075
met4	0.02591	0.014
met5	0	0
-- area by class of cell --
type / instances / area share
repair buffers: 398 / 0.3613
multi-input cells: 371 / 0.3424
flip-flops and latches: 77 / 0.2134
well taps: 211 / 0.02930
clock buffers: 10 / 0.02541
inverters: 32 / 0.02041
clock inverters: 6 / 0.007498
diodes: 1 / 0.0002777
-- path summary, 6_finish.rpt --
| check | from | to | slack, ps |
|---|---|---|---|
| worst min-delay path | reset | state_reg[3] | 210 |
| worst min register to register | instancia_jahr_fecha.reg_dato[7] | instancia_jahr_fecha.reg_dato[7] | 420 |
| worst max register to register | state_reg[3] | flag_done_timer | 100 |
| min in group clk0 | count_min_timer[0] | flag_done_timer | 310 |
| worst max-delay path | count_seg_timer[2] | instancia_seg_timer.reg_dato[7] | -780 |
| max in group asynchronous | reset | instancia_seg_timer.reg_dato[0] | 380 |
-- repair_timing --
action	CTS	global route
gates resized	636	68
pin swaps	118	65
cloned	4	1
setup buffers	24	18
endpoints found under the setup margin	147	137
-- worst min-delay path, stage by stage --
cell            delay, ps
dlymetal6s2s_1        200
clkinvlp_4            210
buf_12                210
Power and IR drop assume default switching activity.
